--- /design/flow/config.mk ---
export PLATFORM = sky130hd
export DESIGN_NAME = dit_fft
export DESIGN_NICKNAME = dit_fft
export VERILOG_FILES = /design/flow/design.v
export SDC_FILE = /design/flow/constraint.sdc
export NUM_CORES = 4
export LEC_CHECK = 1
export CORE_AREA = 10 10 70 70
export DIE_AREA = 0 0 80 80
--- /design/flow/constraint.sdc ---
current_design dit_fft

set clk_period 1.0
set clk_io_pct 0.2

create_clock -name clk0 -period $clk_period [get_ports {clk}]

set non_clock_inputs [all_inputs -no_clocks]
set_input_delay [expr $clk_period * $clk_io_pct] -clock clk0 $non_clock_inputs
set_output_delay [expr $clk_period * $clk_io_pct] -clock clk0 [all_outputs]
--- /design/flow/design.v ---
`timescale 1 ns/1 ns
module dit_fft(clk,sel,yr,yi);
input clk;
input [2:0] sel;
output reg [11:0] yr,yi;
wire [11:0] y0r,y1r,y2r,y3r,y4r,y5r,y6r,y7r,y0i,y1i,y2i,y3i,y4i,y5i,y6i,y7i;
wire [11:0] in20r,in20i,in21r,in21i,in22r,in22i,in23r,in23i,in24r,in24i,in25r,in25i,in26r,in26i,in27r,in27i;
wire [11:0] in10r,in10i,in11r,in11i,in12r,in12i,in13r,in13i,in14r,in14i,in15r,in15i,in16r,in16i,in17r,in17i;
wire [11:0] in0_r,in1_r,in2_r,in3_r,in4_r,in5_r,in6_r,in7_r,in0_i,in1_i,in2_i,in3_i,in4_i,in5_i,in6_i,in7_i;
parameter w0r=9'b1;
parameter w0i=9'b0;
parameter w1r=9'b010110101;                                        
parameter w1i=9'b101001011;                                        
parameter w2r=9'b0;
parameter w2i=9'b111111111;                                       
parameter w3r=9'b101001011;                                   
parameter w3i=9'b101001011;                                        
assign in0_r=12'b000001000000;                                                   
assign in1_r=12'b000000110000;                                                   
assign in2_r=12'b000001100000;                                                   
assign in3_r=12'b000010000000;                                                   
assign in4_r=12'b000000010000;                                                   
assign in5_r=12'b000000100000;                                                   
assign in6_r=12'b000001010000;                                                   
assign in7_r=12'b000000110000;                                                   
assign in0_i=12'b0;                                                   
assign in1_i=12'b0;                                                   
assign in2_i=12'b0;                                                   
assign in3_i=12'b0;                                                   
assign in4_i=12'b0;                                                   
assign in5_i=12'b0;                                                   
assign in6_i=12'b0;                                                   
assign in7_i=12'b0; 
bfly_1 s11(in0_r,in0_i,in4_r,in4_i,w0r,w0i,in10r,in10i,in11r,in11i);              
bfly_1 s12(in2_r,in2_i,in6_r,in6_i,w0r,w0i,in12r,in12i,in13r,in13i);              
bfly_1 s13(in1_r,in1_i,in5_r,in5_i,w0r,w0i,in14r,in14i,in15r,in15i);              
bfly_1 s14(in3_r,in3_i,in7_r,in7_i,w0r,w0i,in16r,in16i,in17r,in17i);              
bfly_1 s21(in10r,in10i,in12r,in12i,w0r,w0i,in20r,in20i,in22r,in22i);
bfly_1 s22(in11r,in11i,in13r,in13i,w2r,w2i,in21r,in21i,in23r,in23i);
bfly_1 s23(in14r,in14i,in16r,in16i,w0r,w0i,in24r,in24i,in26r,in26i);
bfly_1 s24(in15r,in15i,in17r,in17i,w2r,w2i,in25r,in25i,in27r,in27i);
bfly_1 s31(in20r,in20i,in24r,in24i,w0r,w0i,y0r,y0i,y4r,y4i);
bfly_2 s32(in21r,in21i,in25r,in25i,w1r,w1i,y1r,y1i,y5r,y5i);
bfly_1 s33(in22r,in22i,in26r,in26i,w2r,w2i,y2r,y2i,y6r,y6i);
bfly_2 s34(in23r,in23i,in27r,in27i,w3r,w3i,y3r,y3i,y7r,y7i);
always@(posedge clk)
case(sel)
0:begin yr=y0r; yi=y0i; end
1:begin yr=y1r; yi=y1i; end
2:begin yr=y2r; yi=y2i; end
3:begin yr=y3r; yi=y3i; end
4:begin yr=y4r; yi=y4i; end
5:begin yr=y5r; yi=y5i; end
6:begin yr=y6r; yi=y6i; end
7:begin yr=y7r; yi=y7i; end
endcase
endmodule
module bfly_2(inr,ini,yr,yi,wr,wi,in0r,in0i,in1r,in1i);
input signed [11:0]inr,ini,yr,yi;
input signed [8:0]wr,wi;
output [11:0]in0r,in0i,in1r,in1i;
wire [20:0]p1,p2,p3,p4;
assign p1=wr*yr;
assign p2=wi*yi;
assign p3=wr*yi;
assign p4=wi*yr;
assign in0r=inr+p1[19:8]-p2[19:8];
assign in0i=ini+p3[19:8]+p4[19:8];
assign in1r=inr-p1[19:8]+p2[19:8];
assign in1i=ini-p3[19:8]-p4[19:8];
endmodule
module bfly_1(inr,ini,yr,yi,wr,wi,in0r,in0i,in1r,in1i);
input signed [11:0]inr,ini,yr,yi;
input signed [8:0]wr,wi;
output [11:0]in0r,in0i,in1r,in1i;
wire [20:0]p1,p2,p3,p4;
assign p1=wr*yr;
assign p2=wi*yi;
assign p3=wr*yi;
assign p4=wi*yr;
assign in0r=inr+p1[11:0]-p2[11:0];
assign in0i=ini+p3[11:0]+p4[11:0];
assign in1r=inr-p1[11:0]+p2[11:0];
assign in1i=ini-p3[11:0]-p4[11:0];
endmodule
--- /design/flow/run.sh ---
#!/bin/bash
# OpenROAD 26Q1-2900-gdf79404cd8, Yosys 0.63+post, stock flow scripts
make -C /OpenROAD-flow-scripts/flow DESIGN_CONFIG=/design/flow/config.mk WORK_HOME=/design/flow/orfs finish
==> metrics.yaml <==
run_status: "complete, no violations"
grt_pass1_wl_um: 1380
path_cells: "clkdlybuf4s15_1"
cp-startpoint: "yr[9]"
drive_above_1_share: 0.517
path_clk_slew_ns: 0.06
place_ws_ns: -0.179
vias_per_cell: 2.77
rsz0062_at_grt: "no"
cpPeakStageDelay_ns: 0.32
cts_tree: "yes"
cts_sinks: 11
cts_root_buf: "clkbuf_4"
layout_min_cycle_time_ns: 0.949
io_pins: 28
max-cap-violations: 0
routed_wl_um: 988
hold_viol_final: 0
endpoint_kind: "output port"
syn_area_um2: 404
antenna_found_initial: 0
cp.buffers_inverters: 1
period_used_share: 0.949
lay_top_cells: "8 x clkbuf_2, 7 x clkdlybuf4s15_1, 7 x buf_2"
insertedDiodeCount: 0
critPathTopFamily: "flip-flops"
grt_start_max_net_pins: 7
grt_pass1_vias: 287
layout_top_cell: "clkbuf_2"
cts_buffer_depth: 2
final-setup-viol-count: 0
worstPathRequired_ns: 0.80
dpl.hpwl_um: 872
vias: 288
power_density_nw_per_um2: 1450
grt_use_total: 0.0274
area_growth_pct: 51.7
peakVddDrop_uv: 271
core_area_um2: 3420
die_w_um: 80
postRouteAntennaNets: 0
wl_met2_um: 500
netlist_instances: 39
drv_slew: 0
worst-setup-path-type: "reg2out"
crit_slowest_cell: "dfxtp_2"
numCtsBuffers: 3
area_leaders: "dfxtp_1 54%, buf_4 26%, xor2_1 4.3%"
synth_area_per_cell_um2: 10.4
synth_warnings: 1
ys_cells: 39
yosys.area.top_type_share: 0.545
ys_seq_frac: 0.545
worst_slew_pin_slew_ns: 0.194
ys_area_um2: 404
route.detailed.drc: 0
path_depth: 1
fin_ws_ns: 0.0506
relSlewSlack: 0.870
synth-seq-cells: 11
highest_layer: "met3"
final_util: 0.179
filler_cell_count: 396
dr_wl_met3_um: 152
yosysTopAreaCell: "dfxtp_1"
setup.worst_path.start_class: "flip-flop"
warnings: 26
cp.arrival_ns: 0.75
setup_tns_ns: 0
numPortBuffers: 27
grt_overflow: 0
hold_class: "in2reg"
fmax_mhz: 1050
htree_levels: 1
row_count: 21
ff_latch_area_um2: 230
die_height_um: 80
wirelength_met1_um: 336
drt_iter0_markers: 5
gp_congestion: 0.662
synth.distinct_cells: 10
critPathCapture: "yr[9]"
fp_util: 0.118
worst_hold_slack_ns: 0.582
first_pass_iters: 2
logic_area_um2: 63.8
crit_fanout: 1
power_leakage_nw: 0.294
die_area_um2: 6400
wl_per_cell_um: 9.50
==> cell usage after synthesis, drive strengths merged <==
library cell	instances
inv	2
xor2	2
nor2b	2
nor2	1
a21oi	2
dfxtp	11
a21o	1
buf	14
clkbuf	2
and2	2
==> through the flow <==
step           total power [mW]  std cells  area (um2)
3_3_place_gp              0.661        100         649
4_1_cts                   0.926        105         656
5_1_grt                   0.952        104         613
6_report                  0.889        104         613
3_5_place_dp              0.664        100         649
2_1_floorplan             0.549         39         404
==> area by class of cell <==
class,count,share of cell area
Clock buffer,4,0.0429
Inverter,2,0.0122
Multi-Input combinational cell,10,0.104
Sequential cell,11,0.376
Tap cell,46,0.0939
Timing Repair Buffer,31,0.371
==> report_power, final <==
part / switching [mW] / internal [mW] / leakage [nW] / total (mW)
logic: 0.0329 / 0.0850 / 0.185 / 0.118
clock network: 0.132 / 0.154 / 0.0150 / 0.286
registers: 0.0152 / 0.470 / 0.0939 / 0.485
total: 0.180 / 0.709 / 0.294 / 0.889
==> logic make-up after synthesis <==
family / share of synthesized area
buffers and inverters: 0.297
AOI/OAI and AO/OA: 0.0434
DFF: 0.545
xor gates and xnor gates: 0.0434
and+or+nand+nor: 0.0712
==> worst min path at each step <==
stage / from / end / slack (ns) / cells past startpoint
6_report: sel[0] / yr[10] / 0.58 / 2
5_1_grt: sel[0] / yr[10] / 0.57 / 2
4_1_cts: sel[0] / yr[10] / 0.57 / 2
==> repair_timing <==
action,4_1_cts,5_1_grt
buffers inserted,1,0
hold buffers,0,0
endpoints found under the setup margin,24,12
gates resized,61,14
==> layer usage <==
layer / up-vias / track usage
li1: 140 / -
met1: 131 / 0.0262
met2: 17 / 0.0449
met3: 0 / 0.0216
met4: 0 / 0.00704
met5: - / 0
==> state kept, by name, summed over array words and instances (netlist names) <==
name	count
yi	6
yr	5
No activity file was given, so power comes from the tool's default toggle rates.
